### flow/design.v
module condition_Check (input[3:0] inst,input z, c, n, v, output res);
  reg temp;
  always@(*) begin
    temp <= 1'b0;
    case(inst)
      4'b0000: temp <= (z == 1'b1)? 1'b1: 1'b0;
      4'b0001: temp <= (z == 1'b0)? 1'b1: 1'b0;
      4'b0010: temp <= (c == 1'b1)? 1'b1: 1'b0;
      4'b0011: temp <= (c == 1'b0)? 1'b1: 1'b0;
      4'b0100: temp <= (n == 1'b1)? 1'b1: 1'b0;
      4'b0101: temp <= (n == 1'b0)? 1'b1: 1'b0;
      4'b0110: temp <= (v == 1'b1)? 1'b1: 1'b0;
      4'b0111: temp <= (v == 1'b0)? 1'b1: 1'b0;
      4'b1000: temp <= (c == 1'b1 && z == 1'b0)? 1'b1: 1'b0;
      4'b1001: temp <= (c == 1'b0 || z == 1'b1)? 1'b1: 1'b0;
      4'b1010: temp <= (n == v)? 1'b1: 1'b0;
      4'b1011: temp <= (n != v)? 1'b1: 1'b0;
      4'b1100: temp <= (z == 1'b0 && n == v)? 1'b1: 1'b0;
      4'b1101: temp <= (z == 1'b1 || n != v)? 1'b1: 1'b0;
      4'b1110: temp <= 1'b1;
    endcase
  end
  assign res = temp;
endmodule
module controlUnit (
  input s,
  input[1:0] mode, 
  input [3:0] opCode,	
  output reg B,S,
  output reg [3:0] EXE_CMD,
  output reg WB_EN, MEM_R_EN, MEM_W_EN
 );
  always @(*) begin
      {B, S, EXE_CMD, WB_EN, MEM_R_EN, MEM_W_EN} <= 0;
      case ({mode, opCode})
        default: {B, S, EXE_CMD, WB_EN, MEM_R_EN, MEM_W_EN} <= 0;
		6'b001101: begin EXE_CMD <= 4'b0001; WB_EN <= 1'b1; S <= s; end
		6'b001111: begin EXE_CMD <= 4'b1001; WB_EN <= 1'b1; S <= s; end
		6'b000100: begin EXE_CMD <= 4'b0010; WB_EN <= 1'b1; S <= s; end
		6'b000101: begin EXE_CMD <= 4'b0011; WB_EN <= 1'b1; S <= s; end
		6'b000010: begin EXE_CMD <= 4'b0100; WB_EN <= 1'b1; S <= s; end
		6'b000110: begin EXE_CMD <= 4'b0101; WB_EN <= 1'b1; S <= s; end
		6'b000000: begin EXE_CMD <= 4'b0110; WB_EN <= 1'b1; S <= s; end
		6'b001100: begin EXE_CMD <= 4'b0111; WB_EN <= 1'b1; S <= s; end
		6'b000001: begin EXE_CMD <= 4'b1000; WB_EN <= 1'b1; S <= s; end
		6'b001010: begin EXE_CMD <= 4'b0100; S <= 1'b1; end
		6'b001000: begin EXE_CMD <= 4'b0110; S <= 1'b1; end
		6'b010100: begin
		if(s == 1) begin EXE_CMD <= 4'b0010; WB_EN <= 1'b1; S<=1'b1; MEM_R_EN<=1'b1; end 
		else begin EXE_CMD <= 4'b0010; MEM_W_EN<=1'b1; end
		end
      endcase
	  if(mode == 2'b10)begin B <= 1'b1;end
  end
endmodule
module IDStage (
  input clk, rst, writeBackEn,hazard, 
  input[3:0] SR, WB_Dest,
  input [31:0] Instruction, WB_Value,
  output MEM_R_EN, MEM_W_EN, WB_EN, B, S,
  output[3:0] EXE_CMD,
  output [31:0] Val_Rn, Val_Rm,
  output imm,
  output[11:0] Shift_operand,
  output[23:0] Signed_imm_24,
  output[3:0] Dest,
  output[3:0] src1, src2,
  output Two_src
);
  wire MEM_R_EN1, MEM_W_EN1, WB_EN1, B1, S1, imm1;
  wire[3:0] EXE_CMD1;
  wire cc_out;
  assign Shift_operand = Instruction[11:0];
  assign Dest = Instruction[15:12];
  assign src2 = (MEM_W_EN1) ? Instruction[15:12] : Instruction[3:0];
  assign src1 = Instruction[19:16];
  assign Signed_imm_24 = Instruction[23:0];
  assign Two_src = MEM_R_EN || ~Instruction[25];
  assign imm1 = Instruction[25];
  assign {B, S, EXE_CMD, WB_EN, MEM_R_EN, MEM_W_EN, imm} = (hazard || ~cc_out)? 0: {B1, S1, EXE_CMD1, WB_EN1, MEM_R_EN1, MEM_W_EN1, imm1};
  controlUnit cu(.s(Instruction[20]), .mode(Instruction[27:26]), .opCode(Instruction[24:21]), .B(B1), .S(S1), .EXE_CMD(EXE_CMD1), .WB_EN(WB_EN1), .MEM_R_EN(MEM_R_EN1), .MEM_W_EN(MEM_W_EN1));
  condition_Check cc(.inst(Instruction[31:28]),.n(SR[3]), .z(SR[2]), .c(SR[1]), .v(SR[0]), .res(cc_out));
  regFile rf(.clk(clk), .rst(rst), .writeBackEn(writeBackEn), .src1(src1), .src2(src2), .WB_Dest(WB_Dest), .WB_Value(WB_Value), .reg1(Val_Rn), .reg2(Val_Rm));
endmodule
module regFile (input clk, rst, writeBackEn, input [3:0] src1, src2, WB_Dest, input [31:0] WB_Value, output [31:0] reg1, reg2);
  reg [31:0] regMem [14:0];
    integer i, count;
  always @ (negedge clk) begin
    if (rst) begin
    count = 0;
    for (i=0;i < 15;i=i+1)
    regMem[i] <= i;
	    end
    else if (writeBackEn) regMem[WB_Dest] <= WB_Value;
  end
  assign reg1 = (regMem[src1]);
  assign reg2 = (regMem[src2]);
endmodule
### flow/run.sh
#!/bin/bash
# OpenROAD 26Q1-2900-gdf79404cd8, Yosys 0.63+post, stock flow scripts
make -C /OpenROAD-flow-scripts/flow DESIGN_CONFIG=/design/flow/config.mk WORK_HOME=/design/flow/orfs finish
### flow/config.mk
export PLATFORM = sky130hd
export DESIGN_NAME = IDStage
export DESIGN_NICKNAME = IDStage
export VERILOG_FILES = /design/flow/design.v
export SDC_FILE = /design/flow/constraint.sdc
export NUM_CORES = 4
export LEC_CHECK = 1
export CORE_UTILIZATION = 30
### flow/constraint.sdc
current_design IDStage

set clk_period 19.8
set clk_io_pct 0.2

create_clock -name clk0 -period $clk_period [get_ports {clk}]

set non_clock_inputs [all_inputs -no_clocks]
set_input_delay [expr $clk_period * $clk_io_pct] -clock clk0 $non_clock_inputs
set_output_delay [expr $clk_period * $clk_io_pct] -clock clk0 [all_outputs]
==> reports/metrics.yaml <==
run_status:
  status: "complete, no violations"
yosys:
  syn_area_per_cell_um2: 11.7
  edf_count: 512
  flop_cell: "edfxtp_1"
  syn-cell-area_um2: 31400
  synth_cell_types: 68
  syn_inst: 2677
  async_reset_ff_frac: 0
  most_common_cell: "edfxtp_1"
  yosysSeqAreaShare: 0.490
  ys_area_um2: 31400
  ys_warn_count: 3
  top_cells_by_area: "edfxtp_1 (49%), mux4_2 (11%), and2_1 (9.4%), mux2i_1 (5.4%), a211oi_1 (3.7%)"
  yosys.area.top_type: "edfxtp_1"
  yosysTopAreaCellShare: 0.490
  ys.flops: 512
  yosys_cells: 2677
  common_cells: "edfxtp_1 (512), and2_1 (471), nand2_1 (197)"
global_route:
  grt_max_degree: 62
  grt_antenna_before_repair: 8
  gr-total-overflow: 0
  grt_usage: 0.244
  grt_pass1_wl_mm: 178
  grt_pass1_vias: 27100
routing:
  viasPerCell: 5.60
  remaining_drc_errors: 0
  vias: 25900
  dr.pass1.iters: 6
  drtIter0Drc: 1886
  routedWlPerCell_um: 26.7
  routed_wl_mm: 123
  postRouteAntennaNets: 0
cts:
  cts.sinks: 512
  clk_pin_slew_worst_paths_ns: 0.03
  max-clock-path-buffers: 3
  cts_tree: "done"
  cts_hold_buf: 0
  cts_setup_buffers: 0
  root_buffer: "clkbuf_16"
  ctsResizeCount: 0
  htree_num_levels: 2
  cts_made_buffers: 60
critical_path:
  critPathRequiredTime_ns: 15.84
  critical_path_arrival_ns: 12.70
  start_kind: "flip-flop"
  cp_max_fo: 3
  critPathCaptureType: "primary output"
  crit_type: "flip-flop to primary output"
die:
  io_pins: 199
  chipWidth_um: 325
  fp.dieH_um: 325
  fp_util: 0.303
  rows: 118
  die_area_um2: 106000
  core_area_um2: 103000
timing:
  max-slew-margin-rel: 0.389
  fin_setup_tns_ns: 0
  slew_violations: 0
  setup_viol: 0
  rsz0062_at_grt: "false"
  hold_viol: 0
  worstMarginPinSlew_ns: 0.914
finish:
  fin_area_um2: 38300
  largest_reg_flops: 512
  area_delta_synth_final_pct: 22.0
  top_register: "rf.regMem"
  fill_cells: 9811
  drive_gt1_frac: 0.126
  top_regs: "rf.regMem x512"
flow_run:
  warning_count: 537
  max_cap_violations: 0
power:
  powerDensity_nw_per_um2: 88.0
  power_mw: 3.37
  peakVddDrop_uv: 80.5
  p_leak_nw: 15.1
place:
  port_buffers: 174
  placed_area_um2: 34200
  place_hpwl_mm: 76.1
  gp_congestion: 0.942
hold_path:
  min_path_type: "primary input to primary output"
stage by stage:
stage	hold WS, ns	instances	utilization	setup slack, ns
3_5_place_dp	7.92	3998	0.330	2.88
6_report	7.92	4622	0.370	3.14
2_1_floorplan	7.93	2677	-	3.78
5_1_grt	7.92	4620	0.370	3.00
3_3_place_gp	7.92	3998	0.330	2.93
4_1_cts	7.92	4619	0.370	3.15
area by class of cell:
| cell class | count | area (um^2) | area share |
|---|---|---|---|
| Antenna cell | 3 | 7.51 | 0.000196 |
| Clock buffer | 61 | 1530 | 0.0399 |
| Clock inverter | 561 | 2560 | 0.0670 |
| Inverter | 7 | 28.8 | 0.000752 |
| Multi-Input combinational cell | 1832 | 14600 | 0.382 |
| Sequential cell | 512 | 15400 | 0.402 |
| Tap cell | 1380 | 1730 | 0.0451 |
| Timing Repair Buffer | 266 | 2420 | 0.0632 |
worst max-delay path: stages (launching register included):
cell	delay [ns]
edfxtp_1	0.43
nand2_1	0.11
a211oi_1	0.28
a211oi_1	0.08
nor3_1	0.48
a211o_1	0.26
clkdlybuf4s50_1	0.49
placed cells by master, fill, tap and decap left out, drive strengths merged, types with 4 or more instances in the layout:
cell	n
a2111oi	20
clkinvlp	9
o2111ai	16
o21ai	75
nand3	27
buf	102
or2	19
a21oi	157
o31ai	6
mux4	160
a21o	12
nor2	22
nand2b	15
nand2	198
a2111o	5
clkbuf	61
o22ai	45
edfxtp	512
a2bb2oi	10
inv	541
nor2b	14
mux2i	169
clkdlybuf4s50	164
nor3	58
a311oi	4
a221oi	17
nor4	6
mux2	4
a211o	37
bufinv	16
a311o	12
and2	472
a31oi	24
a211oi	154
or3	28
nand4	5
o32ai	10
power by group:
group	switching [mW]	internal, mW
sequential	0.0419	1.26
clock	0.735	0.903
combinational	0.245	0.178
kinds of logic after synthesis:
family	Yosys count	share of synthesized area
XOR/XNOR	3	0.000838
AND/OR/NAND/NOR	875	0.155
flip-flops	512	0.490
multiplexers	333	0.170
AND-OR/OR-AND	620	0.134
adder cells (fa/ha/maj)	1	0.000319
buffers and inverters	333	0.0487
final timing paths:
| kind | to | slack (ns) | depth (start not counted) | from |
|---|---|---|---|---|
| max | Val_Rm[23] | 3.14 | 6 | rf.regMem[1][23] |
| min | Shift_operand[10] | 7.92 | 0 | Instruction[10] |
layer usage:
| layer | vias to the layer above | track usage | routed length, um |
|---|---|---|---|
| met3 | 322 | 0.169 | 19600 |
| met2 | 1921 | 0.352 | 56000 |
| met4 | 14 | 0.112 | 5340 |
| met5 | - | 0.0131 | 138 |
| met1 | 12400 | 0.277 | 42300 |
| li1 | 11300 | - | - |
Power is estimated from default activity; no workload was simulated.
