--- flow/config.mk ---
export PLATFORM = sky130hd
export DESIGN_NAME = ALU
export DESIGN_NICKNAME = ALU
export VERILOG_FILES = /design/flow/design.v
export SDC_FILE = /design/flow/constraint.sdc
export NUM_CORES = 4
export LEC_CHECK = 1
export CORE_UTILIZATION = 50
--- flow/constraint.sdc ---
current_design ALU

set clk_period 29.5
set clk_io_pct 0.2

create_clock -name clk0 -period $clk_period

set non_clock_inputs [all_inputs -no_clocks]
set_input_delay [expr $clk_period * $clk_io_pct] -clock clk0 $non_clock_inputs
set_output_delay [expr $clk_period * $clk_io_pct] -clock clk0 [all_outputs]
--- flow/design.v ---
module ALU (
  input [31:0] val1, val2,
  input [3:0] EXE_CMD,
  input cin,
  output reg signed [31:0] aluOut,
  output reg [3:0] status
);
  always@(*) begin
    status <= 0;
    case (EXE_CMD)
	    4'b0001: aluOut <= val2;
      4'b1001: aluOut <= ~val2;
      4'b0010: begin {status[2], aluOut} <= val1 + val2; status[0] = (val1[31] == val2[31]) && (aluOut[31] != val1[31]); end
      4'b0011: begin {status[2], aluOut} <= val1 + val2 + {31'b0, cin}; status[0] = (val1[31] == val2[31]) && (aluOut[31] != val1[31]); end
      4'b0100: begin {status[2], aluOut} <= val1 - val2; status[0] = (val1[31] == val2[31]) && (aluOut[31] != val1[31]);end
	    4'b0101: begin {status[2], aluOut} <= val1 - val2 - cin; status[0] = (val1[31] == val2[31]) && (aluOut[31] != val1[31]);end
      4'b0110: aluOut <= val1 & val2;
      4'b0111: aluOut <= val1 | val2;
      4'b1000: aluOut <= val1 ^ val2;
      default: aluOut <= 0;
    endcase
  status[3] <= (aluOut == 32'b0) ? 1'b1 : 1'b0;
  status[1] <= (aluOut[31]);
  end
endmodule
--- flow/run.sh ---
#!/bin/bash
# OpenROAD 26Q1-2900-gdf79404cd8, Yosys 0.63+post, stock flow scripts
make -C /OpenROAD-flow-scripts/flow DESIGN_CONFIG=/design/flow/config.mk WORK_HOME=/design/flow/orfs finish
==> flow_summary.json <==
{
  "drc": 0,
  "setup_violations": 0,
  "synthArstFlopShare_pct": 0,
  "combGateArea_mm2": 0.00789,
  "unclocked_regs": 1,
  "ys_area_mm2": 0.00861,
  "die_x_um": 133,
  "place_ws_ns": 11.71,
  "via_count": 10300,
  "grt_first_pass_wirelength_um": 52000,
  "maxCapViolations": 0,
  "area_delta_synth_final_pct": 13.3,
  "avgViaCountPerCell": 6.55,
  "dp_hpwl_um": 26200,
  "drt-total-wl_um": 33100,
  "antenna_found_initial": 0,
  "grt_pass1_vias": 9351,
  "core_mm2": 0.0167,
  "die-area_mm2": 0.0178,
  "worst_slew_pin_slew_ns": 0.903,
  "netlist_area_mm2": 0.00861,
  "dpl_cell_area_mm2": 0.00976,
  "ys.flops": 1,
  "warnings": 101,
  "gp_congestion": 1.04,
  "top_register": "status",
  "critPathMaxFanout": 18,
  "ys.warnings.count": 1,
  "power_density_mw_per_mm2": 22.9,
  "fin_crit_sh_pct": 60.9,
  "synth-main-ff-cell": "dlxtn_1",
  "fmax_mhz": 55.7,
  "wl_met2_um": 14200,
  "fp_util_pct": 51.6,
  "portBuffers": 105,
  "fin_util_pct": 58.4,
  "ys_top_cells_by_area": "ha_1 15%, xnor2_1 6.5%, a21oi_1 6.0%, o21ai_0 5.0%, xor2_1 4.7%",
  "final_hold_viol_count": 0,
  "setup_tns_ns": 0,
  "regArea_um2": 15.0,
  "grt.overflow.total": 0,
  "reg_top3": "status: 1 flops",
  "rows": 47,
  "worstHoldStart": "EXE_CMD[0]",
  "ioPinCount": 105,
  "rsz0062_at_grt": "false",
  "design_area_mm2": 0.00976,
  "peakVddDrop_uv": 11.7,
  "edf_count": 0,
  "die_y_um": 133,
  "ys_cells": 1309,
  "ant_nets": 0,
  "power_leakage_nw": 3.86,
  "grt_usage_pct": 37.3,
  "routed.top_layer": "met4",
  "yosysTopAreaCell": "ha_1",
  "largest_reg_flops": 1,
  "min_period_ns": 17.96,
  "firstDrtPassIters": 8,
  "min_to": "aluOut[2]",
  "worst_setup_path_start_kind": "input port",
  "num_antenna_cells": 0,
  "hold_depth": 5,
  "hold_path_class": "in -> out",
  "fillers": 1658,
  "hold_buffers": 0,
  "synth.distinct_cells": 91,
  "wl_met3_um": 3290,
  "hold_ws_ns": 12.85,
  "synth.top_cell.area_share_pct": 15.1,
  "grt_max_degree": 59,
  "slew_viol_final": 0,
  "wl_per_cell_um": 21.0,
  "status": "finished, final reports clean",
  "timing.slew.headroom_pct": 39.3,
  "drive_gt1_share_pct": 4.50,
  "dp.cells": 1577,
  "syn_inst": 1309,
  "endpoint_kind": "output port",
  "critPathRequiredTime_ns": 23.60,
  "critPathKind": "in -> out",
  "finalNonFillerCells": 1577,
  "syn_area_per_cell_um2": 6.58,
  "finalWorstSetupSlack_ns": 11.54,
  "untimed_endpoints": 2,
  "worst_ep_arrival_time_ns": 12.06,
  "power_mw": 0.223,
  "post-cts-setup-buffers": 0,
  "cts_resized": 0,
  "met1_length_um": 14800,
  "drtIter0Drc": 986
}
critical path, stage by stage:
cell,delay (ns)
clkdlybuf4s50_1,0.52
inv_1,0.07
ha_1,0.52
nor4_1,0.70
o21ai_0,0.27
a211oi_2,0.55
o2111ai_1,0.52
nor4_4,0.58
a211o_1,0.21
o211ai_1,0.14
or4_1,0.58
or3_1,0.37
nor4_2,0.24
nand3_1,0.15
nor4_2,0.26
clkdlybuf4s50_1,0.49
placed cells by master (no fill, tap or decap), types with 16 or more instances in the layout:
cell type and n:
a21oi_1 104, ha_1 104, clkdlybuf4s50_1 103, nor2_1 102
inv_1 100, nand2_1 94, o21ai_0 86, xnor2_1 64
xor2_1 46, nor3_1 36, nand3_1 34, o211ai_1 28
nor4_1 28, o22ai_1 24, a22oi_1 23, nor2b_1 20
a211oi_1 20, buf_4 20, o31ai_1 19, nand4_1 18
and3_1 17, a31oi_1 16
layout make-up:
type	count	share of cell area, %
repair buffers	125	12.2
well taps	220	2.82
multi-input cells	1129	80.9
flip-flops and latches	1	0.154
inverters	102	3.92
Yosys cell counts, types with 6 or more instances:
master	n
or2_2	8
o21a_1	7
nand2_1	94
nand4_1	18
inv_1	100
o211a_1	7
xnor2_1	64
o211ai_1	28
and3_1	17
a21boi_0	6
a221oi_1	9
ha_1	104
xor2_1	46
o2111ai_1	7
and2_1	9
or4_1	8
or3_1	10
o22ai_1	24
nand2b_1	15
a211oi_1	20
o221ai_1	8
buf_2	23
and4_1	8
a21o_1	10
o31ai_1	19
a21oi_1	104
nor3_1	37
o21ai_0	86
buf_1	10
a31oi_1	16
nand3_1	34
nor4_1	28
a22oi_1	23
a221o_1	12
o21bai_1	8
clkbuf_1	42
nor2_1	102
nor2b_1	20
worst max-delay path by stage:
stage          endpoint  cells past startpoint     from  slack, ns
CTS           status[3]                     16  val2[8]      11.71
global route  status[3]                     16  val2[8]      11.36
finish        status[3]                     16  val2[8]      11.54
cells by family after synthesis:
kind of cell | count (synthesis) | synth area share (%)
xor gates and xnor gates | 111 | 11.4
buffers and inverters | 179 | 8.26
muxes | 6 | 0.712
AOI/OAI and AO/OA | 459 | 36.3
and+or+nand+nor | 447 | 27.6
latches | 1 | 0.174
adders and majority gates | 106 | 15.6
layer usage:
metal / up-vias / track usage (%)
met1: 4743 / 55.0
li1: 4991 / -
met3: 65 / 5.36
met2: 538 / 57.4
met4: 0 / 8.27
met5: - / 0
power by group:
part           switching [mW]  internal, mW
Sequential          0.0000310      0.000266
Combinational           0.135        0.0875
Clock                       0             0
Power and IR drop assume default switching activity.
