==> design/flow/design.v <==
module MEMStage (
  input clk, MEM_R_EN, MEM_W_EN,
  input [31:0] ALU_res, Val_Rm,
  output [31:0]  dataMem_out
  );
Memory m(.clk(clk), .MEMread(MEM_R_EN), .MEMwrite(MEM_W_EN), .address(ALU_res), .data(Val_Rm), .MEM_result(dataMem_out));
endmodule
module Memory(
  input clk, MEMread, MEMwrite,
  input[31:0] address, data,
  output [31:0] MEM_result
);
reg [31:0] memory [0:63];
wire [31:0] tempAdd;
assign tempAdd = ((address - 32'd1024) >> 2);
assign MEM_result = MEMread ? memory[((address - 32'd1024) >> 2)] : 32'bz;
always @(posedge clk) begin
  if (MEMwrite) begin
    memory[tempAdd] = data;
  end
end
endmodule
==> design/flow/run.sh <==
#!/bin/bash
# OpenROAD 26Q1-2900-gdf79404cd8, Yosys 0.63+post, stock flow scripts
make -C /OpenROAD-flow-scripts/flow DESIGN_CONFIG=/design/flow/config.mk WORK_HOME=/design/flow/orfs finish
==> design/flow/config.mk <==
export PLATFORM = sky130hd
export DESIGN_NAME = MEMStage
export DESIGN_NICKNAME = MEMStage
export VERILOG_FILES = /design/flow/design.v
export SDC_FILE = /design/flow/constraint.sdc
export NUM_CORES = 4
export LEC_CHECK = 1
export CORE_UTILIZATION = 40
==> design/flow/constraint.sdc <==
current_design MEMStage

set clk_period 53.6
set clk_io_pct 0.2

create_clock -name clk0 -period $clk_period [get_ports {clk}]

set non_clock_inputs [all_inputs -no_clocks]
set_input_delay [expr $clk_period * $clk_io_pct] -clock clk0 $non_clock_inputs
set_output_delay [expr $clk_period * $clk_io_pct] -clock clk0 [all_outputs]
==> ci_impl_report.md <==
### Flow metrics

| Metric | Value |
|---|---|
| Avg Cell Area, Syn | `~18 um^2` |
| Count of final hold-check violations | `0` |
| Synthesized chip area reported by yosys | `about 0.078 mm^2` |
| Leakage Power | `around 0.027 uW` |
| Cts bufs inserted | `198` |
| # setup viols final | `0` |
| DP HPWL | `116,000 um` |
| Tightest Pin Transition | `960 ps` |
| Hold Path Sink | `m.memory[17][14]` |
| Port-buffer cells | `71` |
| Worst min-delay path class | `input pin to register` |
| Antenna-violating nets left | `0` |
| DR top layer | `met5` |
| Pwr Density | `about 37 mW/mm^2` |
| Slowest cell on crit path | `or4_1` |
| Main flop type | `edfxtp_1` |
| Placement Rows | `between 150 and 200` |
| Status | `completed` |
| Max reg flops | `2,048` |
| Wl on met1 | `between 70,000 and 80,000 um` |
| Clk pin slew, worst setup/hold paths | `60 ps` |
| Yosys warns | `2` |
| CTS tree | `built` |
| Num ports | `99` |
| Clock tree sinks | `2,048` |
| RSZ-0062 raised after global routing | `false` |
| Crit-path cells | `buf_8, buf_4, buf_4, inv_4, buf_4, nand2_1, buf_4, o22ai_1, nor3_1, nand4_1, or4_1, clkdlybuf4s50_1` |
| Vertical die size | `444 um` |
| CTS root buffer | `clkbuf_16` |
| Post-synth EDFFs | `slightly above 2,000` |
| Kind of critical path | `input pin to output port` |
| WL met2 | `97,500 um` |
| First-pass GRT wire length | `306,000 um` |
| Distinct lib cells | `53` |
| Full die area | `0.197 mm^2` |
| FMAX | `0.0376 GHz` |
| Yosys cell count | `about 4,400` |
| Placer Congestion | `0.878` |
| Min Tclk post-route | `26,600 ps` |
| Hold path depth | `1` |
| Final wirelength | `between 200,000 and 250,000 um` |
| Synthesized cell area | `0.0781 mm^2` |
| # hold bufs at CTS | `0` |
| CORE AREA | `around 0.19 mm^2` |
| Largest net degree at the start of global routing | `87` |
| Share of layout cells above drive strength 1 | `15.3%` |
| Required time of the critical path | `42,880 ps` |
| Max Cap Violations | `0` |
| Chip width | `~440 um` |
| All-Layer GR Usage | `roughly a quarter` |
| DRC viols | `0` |
| Max-slew violation count | `0` |
| Vias | `approximately 43,000` |
| Placed inst area | `0.0823 mm^2` |
| Post-synth seq share | `78.8%` |
| Hold_ws | `10,150 ps` |
| Grt total ovfl | `0` |
| Yosys reg bits | `around 2,000` |
| Setup WS pre-CTS | `27,150 ps` |
| Critical path endpoint category | `output port` |
| Cycle use final | `49.6%` |
| DR pass1 iterations | `7` |
| Worst slew margin | `approximately 36%` |
| CP Launch Type | `input pin` |
| Synth Instances | `4,412` |
| Post-CTS Resized | `0` |
| Fin area | `0.0884 mm^2` |
| Initial antenna violation count | `3` |
| Drt wl/cell | `29.3 um` |
| Worst-path fanout max | `~49` |
| Synthesis-to-finish area growth | `13.2%` |
| Met3 wire length | `33,500 um` |
| DRT iter0 DRCs | `approximately 3,100` |
| Most frequent CP cell | `buf_4` |
| Final critical-path setup slack | `between 20,000 and 30,000 ps` |
| CTS max path bufs | `3` |
| Tool warning count | `about 53` |
| Slowest stage delay, CP | `roughly 660 ps` |
| Critical Path AT | `15,880 ps` |
| Max VDD drop | `39.8 uV` |
| Number of global-route vias before repair | `45,000` |
| Hold Crit Start | `Val_Rm[14]` |
| Final core utilization | `45.8%` |
| Avg Vias per Cell | `5.98` |
| Post-CTS setup buffer count | `0` |
| Number of H-tree levels | `4` |
| Fp util | `a little over 40%` |
| Post-synth ARST share | `0%` |
| Fin Setup TNS | `0 ps` |
[cell usage after synthesis (12+ instances only)]
master       n  share of area [%]
or4_1       19               0.18
clkbuf_1   161               0.77
mux2i_1    186                2.4
edfxtp_1  2048                 79
o22ai_1    102               0.82
buf_2      107               0.69
nor2_1     214                1.0
buf_1       46               0.22
mux2_2      82                1.2
mux4_2      52                1.5
o211a_1     12               0.15
nor3_1      46               0.29
a221o_1     16               0.21
o22a_1      25               0.28
a211oi_1    27               0.26
a21oi_1    148               0.95
a221oi_1   322                3.6
buf_4       19               0.18
nand2_1     92               0.44
o21bai_1    12               0.12
a22o_1      61               0.68
nand4_1     26               0.21
a22oi_1    270                2.6
o221ai_1    17               0.19
o211ai_1    19               0.18
a211o_1     12               0.13
or3_1       18               0.14
o21ai_0    188                1.2
[where the power goes]
group / leakage (uW) / switching (uW) / internal [uW]
sequential: 0.0184 / 2.22 / 1770
combinational: 0.00603 / 126 / 53.2
clock: 0.00299 / 584 / 738
[metrics by stage]
| step | cells | power (uW) |
|---|---|---|
| 2_1_floorplan | 4412 | 1900 |
| 3_3_place_gp | 6857 | 1990 |
| 3_5_place_dp | 6857 | 1990 |
| 4_1_cts | 7223 | 3300 |
| 5_1_grt | 7224 | 3370 |
| 6_report | 7225 | 3280 |
[final cells by class]
| cell class | count | area [um^2] |
|---|---|---|
| fillers | 15900 | 105000 |
| diodes | 2 | 5.00 |
| clock buffers | 249 | 5230 |
| well taps | 2526 | 3160 |
| flip-flops and latches | 2048 | 61500 |
| repair buffers | 257 | 2000 |
| multi-input cells | 2024 | 15600 |
| inverters | 2 | 15.0 |
| clock inverters | 117 | 878 |
[cell families after synthesis]
family                 share of synthesized area, %
and+or+nand+nor                                2.62
DFF                                            78.8
AOI/OAI and AO/OA                              11.6
buffers and inverters                          1.95
muxes                                          5.07
[layer usage]
metal	up-vias	GRT usage, %
li1	18600	-
met5	-	0.195
met3	363	16.6
met2	2683	33.7
met4	4	7.44
met1	21500	29.2
[critical path, delay by kind of cell]
| family | cells | cell delay, ps |
|---|---|---|
| buffers and inverters | 7 | 2840 |
| AOI/OAI and AO/OA | 1 | 130 |
| and+or+nand+nor | 4 | 2010 |
[how the worst max path moves through the flow]
stage / start / to / cells after the start
after CTS: ALU_res[3] / dataMem_out[14] / 12
after global routing: ALU_res[3] / dataMem_out[14] / 12
final: ALU_res[3] / dataMem_out[10] / 12
[cells in the final DEF (no fill, tap or decap), drive strengths merged, types with 27 or more instances in the layout]
cell type,Yosys,layout
edfxtp,2048,2048
a221oi,324,324
a22oi,270,270
clkbuf,161,249
buf,177,221
nor2,215,215
o21ai,189,189
mux2i,186,186
a21oi,148,148
o22ai,102,102
nand2,93,93
clkinv,0,91
mux2,82,82
a22o,61,61
mux4,52,52
nor3,46,46
clkdlybuf4s50,0,36
a211oi,27,27
Power and IR drop assume default switching activity.
